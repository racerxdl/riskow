==> /design/flow/design.v <==
module Comparator (
  input         [3:0]   operation,
  input         [31:0]  X,
  input         [31:0]  Y,
  output        [31:0]  O
);
parameter Equal = 4'h0;
parameter NotEqual = 4'h1;
parameter LesserThanSigned = 4'h4;
parameter GreaterThanOrEqualSigned = 4'h5;
parameter LesserThanUnsigned = 4'h6;
parameter GreaterThanOrEqualUnsigned = 4'h7;
reg [31:0] result;
integer i;
always @(*)
begin
  case (operation)
    LesserThanUnsigned:         result = X <  Y;
    LesserThanSigned:           result = $signed(X) < $signed(Y);
    GreaterThanOrEqualUnsigned: result = X >= Y;
    GreaterThanOrEqualSigned:   result = $signed(X) >= $signed(Y);
    Equal:                      result = X == Y;
    NotEqual:                   result = X != Y;
    default:                    result = 0;
  endcase
end
assign O = result;
endmodule
==> /design/flow/run.sh <==
#!/bin/bash
# OpenROAD 26Q1-2900-gdf79404cd8, Yosys 0.63+post, stock flow scripts
make -C /OpenROAD-flow-scripts/flow DESIGN_CONFIG=/design/flow/config.mk WORK_HOME=/design/flow/orfs finish
==> /design/flow/config.mk <==
export PLATFORM = sky130hd
export DESIGN_NAME = Comparator
export DESIGN_NICKNAME = Comparator
export VERILOG_FILES = /design/flow/design.v
export SDC_FILE = /design/flow/constraint.sdc
export NUM_CORES = 4
export LEC_CHECK = 1
export CORE_AREA = 10 10 79 79
export DIE_AREA = 0 0 89 89
==> /design/flow/constraint.sdc <==
current_design Comparator

set clk_period 4.1
set clk_io_pct 0.2

create_clock -name clk0 -period $clk_period

set non_clock_inputs [all_inputs -no_clocks]
set_input_delay [expr $clk_period * $clk_io_pct] -clock clk0 $non_clock_inputs
set_output_delay [expr $clk_period * $clk_io_pct] -clock clk0 [all_outputs]
==> out/qor.csv <==
stage,metric,value,unit
outcome,outcome,"complete, no violations",
cells_and_area,flop_area,0,µm²
floorplanning,ios,100,
routing,wl,3350,µm
global_route,grt_pass1_vias,1255,
floorplanning,die_width,89,µm
cts,hold_buffers,0,
power,power.total,154.6,µW
cells_and_area,design.seq.count,0,
power,switchingPower,54.09,µW
power,clockPowerShare,0,%
synth,yosysSeqAreaShare,0,%
global_route,groute.usage.overall,7.957,%
floorplanning,num_rows,25,
routing,dr.pass1.iters,3,
floorplanning,die_area,7921,µm²
timing,finalWorstSetupSlack,0.1767,ns
hold_path,hp-class,in -> out,
power,combPwrFrac,100.0,%
synth,yosysTopAreaCell,ha_1,
setup_path,worst_setup_path_start_kind,input port,
power,internal-power,100.5,µW
synth,ys_chip_area,1180,µm²
place,dp_hpwl,3224,µm
power,p_leak,0.9932,nW
setup_path,cp_max_fo,3,
synth,yosysWarnings,1,
routing,wl_per_cell,11.39,µm
cells_and_area,clock_buffers,0,
power,swShare,35.00,%
timing,fmax,0.2549,GHz
timing,slew_viol_final,0,
synth,synth_cells,164,
place,io_buffers,69,
routing,ant_nets,0,
setup_path,path_class,in -> out,
floorplanning,dieHeight,89,µm
timing,grt_setup_unrepaired,no,
synth,syn_area,1180,µm²
place,placed_cell_area,1878,µm²
setup_path,cp-end-kind,primary output,
flow_run,tool_warnings,32,
routing,diodes,0,
global_route,grt_overflow_total,0,
routing,vias_per_cell,4.041,
power,vdd_drop_max,0.00003128,V
synth,ys_types,27,
timing,period_needed,3.923,ns
place,place_ws,-0.1331,ns
synth,top_cells_by_area,"ha_1, buf_4, inv_1, a21oi_1, nand4_1",
routing,via_count,1188,
floorplanning,initCoreUtil,25.32,%
routing,drc_errors,0,
power,seqPwrFrac,0,%
power,cellPowerDensity,82.36,nW/µm²
timing,hold_violations,0,
synth,ys_top_cells_by_count,"inv_1, buf_4, ha_1, a21oi_1, nand2_1",
setup_path,critPathArrivalTime,3.10,ns
global_route,antenna_found_initial,0,
synth,most_common_cell,inv_1,
cells_and_area,drive_gt1_share,6.250,%
timing,setup_viol,0,
synth,synth.top_cell.area_share,33.93,%
cells_and_area,postLayoutCellArea,1877,µm²
routing,drtIter0Drc,4,
synth,yosys_cells,164,
timing,finalCritPeriodShare,95.69,%
floorplanning,core_area,4661,µm²
flow_run,cap_violations,0,
synth,syn_avg_cell_area,7.194,µm²
cells_and_area,area_growth,59.07,%
global_route,grt_pass1_wl,5313,µm
setup_path,cp.required,3.28,ns
place,gp_congestion,0.8145,
global_route,grt_max_degree,7,
-- critical path: stages --
cell and delay [ns]:
clkdlybuf4s50_1 0.45, inv_1 0.04, ha_1 0.30, a21oi_2 0.13, o21ai_1 0.07, a221o_1 0.35, a2111o_1 0.42, a21oi_2 0.12
mux2i_1 0.18, dlygate4sd2_1 0.23
-- cells by family after synthesis --
kind of cell	count (synthesis)	share of synthesized area (%)
buffers and inverters	69	32.13
and+or+nand+nor	28	13.89
muxes	2	1.697
AOI/OAI and AO/OA	32	18.03
other	1	0.3178
adders and majority gates	32	33.93
-- cells in the final DEF, fill, tap and decap left out, types with 2 or more instances in the layout --
cell type        count
clkdlybuf4s50_1     68
inv_1               37
ha_1                32
conb_1              31
a21oi_1             11
buf_4                9
nand2_1              8
nand4_1              6
a211oi_1             4
nand3_1              4
o21ai_0              3
a21o_1               3
a21oi_2              3
nor3_1               2
a311oi_1             2
mux2i_1              2
nor2b_1              2
o21ai_1              2
-- through the flow --
| stage | setup TNS [ns] | hold slack (ns) | std cells | util [%] |
|---|---|---|---|---|
| floorplan | 0 | 1.882 | 194 | - |
| global placement | -0.09832 | 2.745 | 294 | 40.30 |
| detailed placement | -0.1331 | 2.740 | 294 | 40.30 |
| CTS | 0 | 2.563 | 294 | 40.27 |
| global route | 0 | 2.610 | 294 | 40.27 |
| finish | 0 | 2.545 | 294 | 40.27 |
-- path summary, 6_finish.rpt --
check,start,to,slack [ns],cells after the start
hold / removal,operation[3],O[0],2.54,5
setup / recovery,Y[19],O[0],0.18,10
-- power by group through the flow --
| stage | logic [mW] | registers (mW) | clock network (mW) |
|---|---|---|---|
| 6_report | 0.155 | 0 | 0 |
| 5_1_grt | 0.178 | 0 | 0 |
| 4_1_cts | 0.159 | 0 | 0 |
-- area by class of cell --
type	instances	area [µm²]
tap	54	67.56
timing repair buffer	78	757.0
multi-input combinational	125	913.4
inverter	37	138.9
fill	491	2784
-- per-layer routing --
metal | vias up | part of all wire, % | GRT usage [%]
met5 | - | 0 | 0
met1 | 473 | 44 | 10.02
li1 | 651 | - | -
met4 | 0 | 0 | 0
met3 | 0 | 14 | 3.398
met2 | 64 | 42 | 13.16
-- repair_timing --
item | CTS | global route
gates resized | 1 | 0
setup buffers | 0 | 0
endpoints found under the setup margin | 1 | 0
No activity file was given, so power comes from the tool's default toggle rates.
